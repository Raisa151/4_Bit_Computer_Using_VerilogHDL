File: ./config.mk
export PLATFORM = sky130hd
export DESIGN_NAME = computer_4_bit
export DESIGN_NICKNAME = computer_4_bit
export VERILOG_FILES = /design/flow/design.v
export SDC_FILE = /design/flow/constraint.sdc
export NUM_CORES = 4
export LEC_CHECK = 1
export CORE_UTILIZATION = 40
File: ./constraint.sdc
current_design computer_4_bit

set clk_period 10.2
set clk_io_pct 0.2

create_clock -name clk0 -period $clk_period [get_ports {clk}]

set non_clock_inputs [all_inputs -no_clocks]
set_input_delay [expr $clk_period * $clk_io_pct] -clock clk0 $non_clock_inputs
set_output_delay [expr $clk_period * $clk_io_pct] -clock clk0 [all_outputs]
File: ./design.v
module computer_4_bit(INPUT_A,INPUT_B,command,ADDRESS,OUTPUT_A,OUTPUT_B,ZF,CF,clk,reset);
input [3:0]INPUT_A,INPUT_B;
input [3:0]ADDRESS;
output reg [3:0]OUTPUT_A,OUTPUT_B;
output reg ZF, CF;
input clk, reset;
output reg [3:0]command;
reg [3:0]AX;
reg [3:0]BX;
reg [15:0]SI;
reg [3:0]stack_memory[15:0];
reg [15:0] IP, SP;
reg [3:0]temp;
reg hlt;
always @(posedge clk)
 begin
     SI[3:0] = 4'b0100;
     SI[7:4] = 4'b0110;
     SI[11:8] = 4'b1000;
     SI[15:12] = 4'b1010;
   if (reset == 1) 
    begin
        command = -1;
		hlt = 0;			
		IP = ADDRESS;	  
        SP = 15;          
		AX = INPUT_A;
		BX = INPUT_B;
        ZF = 0;
        CF = 0;
		OUTPUT_A = 4'bZZZZ;
		OUTPUT_B = 4'bZZZZ;
    end
    else if (reset == 0 && hlt == 0) 
       begin
         IP = IP + 1;
         command = command + 1;
            case(command)
            00: begin                      
                 {CF,OUTPUT_A} = AX+BX;
                 AX = OUTPUT_A; 
                 ZF = (OUTPUT_A==0)? 1:0; 
                end             
            01: begin                       
                 {CF,OUTPUT_A} = AX-BX;
                 AX = OUTPUT_A; 
                 ZF = (OUTPUT_A==0)? 1:0; 
                end              
            02: begin                       
                 temp = AX;
                 AX = BX;
                 BX = temp;
                 OUTPUT_A = AX;
                 OUTPUT_B = BX;
                 ZF = (OUTPUT_A==0)? 1:0; 
                end
            03: begin                       
                 OUTPUT_A = SI[IP];    
                 AX = OUTPUT_A; 
                 ZF = (OUTPUT_A==0)? 1:0; 
                end
            04: begin                       
                 OUTPUT_A = AX;
                 ZF = (OUTPUT_A==0)? 1:0;
                end              
            05: begin                       
                 {CF, OUTPUT_A} = AX+1;
                 AX = OUTPUT_A; 
                 ZF = (OUTPUT_A==0)? 1:0; 
                end         
            06: begin                       
                 OUTPUT_A[3:0]={CF, AX[3:1]};
                 CF = AX[0];
                 AX = OUTPUT_A; 
                 ZF = (OUTPUT_A==0)? 1:0;
		        end
            07: begin 
                 AX = IP;                 
                 OUTPUT_A = AX;
                 ZF = (OUTPUT_A==0)? 1:0;
                end
            08: begin                       
                 if (ZF == 0)
			      IP = ADDRESS;
			      OUTPUT_B = IP;            
                end   
            09: begin                       
                 stack_memory[SP] = BX;
                 OUTPUT_A = stack_memory[SP];  
                 SP = SP - 1; 
                 OUTPUT_B = SP;                
                end
            10: begin
                 SP = SP + 1;         
                 BX = stack_memory[SP];         
                 OUTPUT_B = stack_memory[SP];
                 OUTPUT_A = SP;             
                 ZF = (OUTPUT_B==0)? 1:0;
                end
            11: begin	                    
	             OUTPUT_B = IP;             
	             stack_memory[SP] = IP;
	       	     OUTPUT_A = stack_memory[SP];  
	       	     IP = ADDRESS;
		         SP = SP - 1;
	            end
            12: begin	                    
		         SP = SP + 1;
		         OUTPUT_A = stack_memory[SP];  
		         IP = stack_memory[SP];
		         OUTPUT_B = IP;                
		        end
            13: begin                     
                 OUTPUT_B = IP;
                 OUTPUT_A= AX| SI[IP];    
                 AX = OUTPUT_A;
                 ZF = (OUTPUT_A==0)? 1:0;
                end       
            14: begin 
                 OUTPUT_B = IP;                    
                 OUTPUT_A = AX^ SI[IP];    
                 AX = OUTPUT_A;
                 ZF = (OUTPUT_A==0)? 1:0;
                end        
            15: hlt = 1;                     
            endcase
    end
 end
endmodule
File: ./run.sh
#!/bin/bash
# OpenROAD 26Q1-2900-gdf79404cd8, Yosys 0.63+post, stock flow scripts
make -C /OpenROAD-flow-scripts/flow DESIGN_CONFIG=/design/flow/config.mk WORK_HOME=/design/flow/orfs finish
==> results_dict.tcl <==
# metrics dict for downstream scripts
set metrics [dict create \
    outcome "finished, final reports clean" \
    max-cap-violations 0 \
    drt_iter0_drc 853 \
    cp_max_fo 41 \
    rsz0062_at_grt "no" \
    grt_pass1_vias 7342 \
    postCtsHoldBufs 0 \
    cts_tree "done" \
    overflow 0 \
    fin_tns_setup_ns 0 \
    hpwl_um 21150 \
    ys_chip_area_um2 7956 \
    yosysWarnings 4 \
    core_region_area_um2 19460 \
    cts-resized-gates 0 \
    synth_seq_share_pct 34.47 \
    synth_cell_types 79 \
    die_y_um 143.0 \
    routed_wl_um 29160 \
    cts_sinks 95 \
    ios 28 \
    slowest_stage "and2_2" \
    synth_area_um2 7956 \
    port_buffers 27 \
    worst_setup_path_start_kind "input port" \
    antenna_left 0 \
    antennaDiodeCount 0 \
    ys_cells 938 \
    insertion_delay_ns 0.36 \
    clockBufferDepth 2 \
    cp_data_required_time_ns 10.19 \
    syn_avg_cell_area_um2 8.482 \
    skew_ns 0.01319 \
    setup_ws_ns 5.829 \
    fp-row-count 51 \
    tightest_slew_ns 0.9157 \
    mostFrequentLayoutCells "133 x nand2_1, 86 x o21ai_0, 84 x edfxtp_1" \
    slew_viol_final 0 \
    arrival_ns 4.36 \
    drive_above_1_share_pct 8.802 \
    viasPerCell 6.522 \
    crit_family "buffers and inverters" \
    initial_utilization_pct 40.88 \
    wl_per_cell_um 24.14 \
    crit_path_frequent_cell "buf_4" \
    timing.hold.ws_ns 0.5868 \
    antenna_found_initial 0 \
    finalHoldViolCount 0 \
    worstSetupPathType "in2reg" \
    post-route-min-period_ns 4.371 \
    post_cts.repair.setup_buffers 0 \
    clkTransAtPathRegs_ns 0.07 \
    path_buffers 3 \
    htreeDepth 3 \
    area_growth_syn_to_layout_pct 10.90 \
    endpoint_kind "register" \
    edf_count 84 \
    postSynthCellCount 938 \
    hold_class "reg2reg" \
    synthArstFlopShare_pct 0 \
    cts_buffers 9 \
    dieArea_um2 20460 \
    crit_chain "clkdlybuf4s50_1 > buf_4 > a211o_1 > nor2_1 > and2_2 > buf_4" \
    grt_max_degree 42 \
    first_pass_iters 7 \
    setup_violations 0 \
    warnings 45 \
    grt_pass1_wl_um 44800 \
    die_x_um 143.0 \
    synth_flops 95 \
    n_fill_cell 1947 \
    crit_path_max_incr_delay_ns 0.57 \
    via_count 7879 \
    place_congestion 1.036 \
    grt_use_total_pct 30.94 \
    ff_type "edfxtp_1" \
    final_layout_top_logic_cell "nand2_1" \
    fmaxAchievable_ghz 0.2288 \
    maxSlewHeadroom_pct 38.09 \
    drc 0 \
    cts_root_buffer "clkbuf_16" \
    place_ws_ns 5.474 \
    postLayoutCoreUtil_pct 45.34 \
    fin_crit_sh_pct 42.85 \
]
-- through the flow --
stage | instances | area (µm²)
after floorplan | 938 | 7956
after global placement | 1192 | 8532
after detailed placement | 1192 | 8532
after CTS | 1208 | 8823
after global routing | 1208 | 8823
final | 1208 | 8823
-- cell type report --
class / count / area (µm²) / area share [%]
repair buffers: 64 / 548.0 / 6.211
clock buffers: 9 / 225.2 / 2.552
inverters: 26 / 97.59 / 1.106
well taps: 265 / 331.6 / 3.758
clock inverters: 7 / 66.31 / 0.7516
flip-flops and latches: 95 / 2743 / 31.08
multi-input cells: 742 / 4812 / 54.54
-- flip-flops by register name (all words and copies together) (netlist names) --
register,flops
stack_memory,64
BX,4
command,4
hlt,1
IP,4
SP,4
OUTPUT_B,4
OUTPUT_A,4
AX,4
ZF,1
CF,1
-- path summary, 6_finish.rpt --
kind	startpoint	to	slack, ns	cells past startpoint
setup / recovery	reset	stack_memory[6][1]	5.83	6
hold / removal	stack_memory[0][2]	stack_memory[0][2]	0.59	2
setup reg to reg	SP[0]	OUTPUT_A[2]	6.22	10
hold reg to reg	stack_memory[0][2]	stack_memory[0][2]	0.59	2
-- cell usage after synthesis (7+ instances only) --
cell type,instances,share of area (%)
nand2_1,133,6.3
o21ai_0,86,5.4
edfxtp_1,84,32
clkbuf_1,63,3.0
a21oi_1,56,3.5
nor2_1,45,2.1
nand3_1,35,2.2
ha_1,29,4.6
inv_1,24,1.1
nor3_1,21,1.3
mux2i_1,20,2.5
nand4_1,18,1.4
o211ai_1,18,1.7
a22oi_1,17,1.6
a211oi_1,15,1.4
mux2_2,15,2.1
xnor2_1,15,1.7
o22ai_1,12,0.94
and3_1,11,0.86
dfxtp_1,11,2.8
xor2_1,11,1.2
a221oi_1,10,1.1
a31oi_1,10,0.79
a21o_1,9,0.85
and2_1,8,0.63
nand2b_1,8,0.63
a21boi_0,7,0.66
a32oi_1,7,0.77
nor4_1,7,0.55
-- kinds of logic after synthesis --
logic type | count (synthesis) | share of synthesized area [%]
mux | 37 | 5.205
simple gates | 322 | 19.50
xor+xnor | 27 | 3.067
fa+ha+maj | 31 | 5.064
buf+inv | 101 | 5.064
flops | 95 | 34.47
compound gates | 325 | 27.63
-- worst min-delay path, delay by kind of cell (launching register included) --
kind	cells	cell delay [ns]
DFF	1	0.36
and+or+nand+nor	1	0.06
AOI/OAI and AO/OA	1	0.06
-- metal layers --
layer  share of wire [%]  GRT usage (%)
met1                  42          45.33
met3                 9.3          7.821
met2                  44          44.90
met4                 5.0          12.85
met5                   0              0
